===== flow/config.mk =====
export PLATFORM = sky130hd
export DESIGN_NAME = single_port_ram
export DESIGN_NICKNAME = single_port_ram
export VERILOG_FILES = /design/flow/design.v
export SDC_FILE = /design/flow/constraint.sdc
export NUM_CORES = 4
export LEC_CHECK = 1
export CORE_UTILIZATION = 40

===== flow/constraint.sdc =====
current_design single_port_ram

set clk_period 2.5
set clk_io_pct 0.2

create_clock -name clk0 -period $clk_period [get_ports {clk}]

set non_clock_inputs [all_inputs -no_clocks]
set_input_delay [expr $clk_period * $clk_io_pct] -clock clk0 $non_clock_inputs
set_output_delay [expr $clk_period * $clk_io_pct] -clock clk0 [all_outputs]

===== flow/design.v =====
module single_port_ram (
    input clk,
    input rst,
    input ena,
    input wea,
    input [8-1:0] din,
    input [3-2:0] addr,
    output reg [8-1:0] dout,
    output reg read_valid
);
    parameter num = 1 << 3;
    reg [8-1:0] ram[num-1:0];
    always @(posedge clk) begin
        if (rst) begin
            for (int i = 0; i < num; i = i + 1) begin
                ram[i] = 0;
            end
            dout <= 0;
            read_valid <= 1'b0;
        end else if (ena && wea) begin
            ram[addr]  <= din;
            read_valid <= 1'b0;
        end else if (ena && ~wea) begin
            dout <= ram[addr];
            read_valid <= 1'b1;
        end else read_valid <= 1'b0;
    end
endmodule

===== flow/run.sh =====
#!/bin/bash
# OpenROAD 26Q1-2900-gdf79404cd8, Yosys 0.63+post, stock flow scripts
make -C /OpenROAD-flow-scripts/flow DESIGN_CONFIG=/design/flow/config.mk WORK_HOME=/design/flow/orfs finish

==> flow_metrics.env <==
# physical design summary
export IMPL_critical_path_class="in2reg"
export IMPL_cp_data_required_time_ns=2.74
export IMPL_final_period_util_pct=71.4
export IMPL_end_kind="flip-flop"
export IMPL_core_area_um2=4030
export IMPL_p_per_area_nw_per_um2=613
export IMPL_timing_fmax_mhz=560
export IMPL_finClkSkew_ns=0.00601
export IMPL_mostFrequentLayoutCells="sky130_fd_sc_hd__nand2_1, sky130_fd_sc_hd__dfxtp_1, sky130_fd_sc_hd__a21oi_1, sky130_fd_sc_hd__mux2i_1, sky130_fd_sc_hd__clkdlybuf4s50_1"
export IMPL_post_synth_inst_count=189
export IMPL_cts_sink_count=41
export IMPL_synth_warnings=2
export IMPL_grt_setup_unrepaired="false"
export IMPL_totalNegativeSetupSlack_ns=0
export IMPL_hpwl_after_dpl_um=2450
export IMPL_postCtsSetupRepairBufs=0
export IMPL_netlist_cell_type_count=22
export IMPL_drt_antenna_violating_nets=0
export IMPL_warning_count=25
export IMPL_ys_seq_share_pct=48.6
export IMPL_global_route_overflow_total=0
export IMPL_filler_cell_count_in_the_final_layout=381
export IMPL_clk_insertion_delay_late_ns=0.29
export IMPL_cts_clock_pin_slew_for_the_worst_setup_and_hold_paths_ns=0.08
export IMPL_critical_path_max_fanout=10
export IMPL_grt_pass1_vias=1191
export IMPL_yosys_register_bits=41
export IMPL_fp_row_count=23
export IMPL_layout_cells_non_filler=258
export IMPL_port_buffers=22
export IMPL_grt_max_degree=33
export IMPL_cts_resized=0
export IMPL_drt_pass1_iterations=4
export IMPL_floorplan_die_area_um2=4490
export IMPL_slowest_cell_on_the_critical_path="sky130_fd_sc_hd__clkdlybuf4s50_1"
export IMPL_layout_area_overhead_vs_synth_pct=20.0
export IMPL_vias=1313
export IMPL_die_h_um=67.0
export IMPL_max_slew_margin_pct=66.9
export IMPL_grt_pass1_wl_um=5830
export IMPL_min_delay_path_class="reg2reg"
export IMPL_final_count_of_pins_violating_max_slew=0
export IMPL_vdd_ir_drop_worst_v=0.000355
export IMPL_leakagePower_nw=0.779
export IMPL_routabilityCongestion=0.817
export IMPL_setup_worst_path_start_class="input port"
export IMPL_number_of_antenna_violations_at_the_first_check_in_global_routing=0
export IMPL_number_of_violations_reported_at_the_end_of_detailed_routing_iteration_0=62
export IMPL_outcome="completed"
export IMPL_die_width_um=67.0
export IMPL_final_setup_viol_count=0
export IMPL_initCoreUtil_pct=42.0
export IMPL_synthesis_area_per_instance_um2=8.94
export IMPL_cts_made_buffers=5
export IMPL_drive_above_1_share_pct=6.73
export IMPL_timing_critical_path_buf_inv=1
export IMPL_crit_path_cell_trace="clkdlybuf4s50_1, or4b_4, o22ai_1, a21o_1"
export IMPL_detail_route_wl_per_cell_um=13.7
export IMPL_cell_family_with_the_largest_share_of_critical_path_delay="buffers and inverters"
export IMPL_io_pin_count=23
export IMPL_route_detailed_drc=0
export IMPL_post_synthesis_cell_area_um2=1690
export IMPL_clock_root_buffer="sky130_fd_sc_hd__clkbuf_8"
export IMPL_num_antenna_cells=0
export IMPL_tritoncts="yes"
export IMPL_htreeDepth=2
export IMPL_finalPower_w=0.00124
export IMPL_endpoint_arrival_time_on_the_critical_path_ns=2.03
export IMPL_cap_viol_max_count=0
export IMPL_yosys_cells=189
export IMPL_route_detailed_vias_per_inst=5.09
export IMPL_synth_chip_area_um2=1690
export IMPL_cts_path_max_buffers=2
export IMPL_wl_um=3520
export IMPL_hold_buffers=0
export IMPL_hold_violations=0
export IMPL_post_route_min_period_ns=1.79
export IMPL_dp_cells=250
export IMPL_final_common_cell="sky130_fd_sc_hd__nand2_1"
export IMPL_gr_usage_all_layers_pct=17.8
export IMPL_cp_slowest_stage_delay_ns=0.62
export IMPL_worst_slew_pin_slew_ns=0.496
## routing by layer
metal / GRT usage (%) / wire (µm) / vias up
li1: - / - / 680
met1: 29.3 / 1880 / 604
met2: 24.9 / 1440 / 23
met3: 3.65 / 148 / 6
met4: 2.66 / 57 / 0
met5: 0 / 0 / -
## state kept, by name, indices dropped and copies added (netlist names)
register / cells
dout: 8
read_valid: 1
ram: 32
## report_power, final
| group | internal (W) | switching, W |
|---|---|---|
| Combinational | 0.0000463 | 0.0000532 |
| Sequential | 0.000665 | 0.00000572 |
| Clock | 0.000250 | 0.000224 |
## final cells by class
cell class              count  area [µm²]  area share (%)
clock buffers               7        96.3            4.75
well taps                  50        62.6            3.08
repair buffers             26         250            12.3
flip-flops and latches     41         821            40.5
multi-input cells         133         793            39.1
clock inverters             1        5.00           0.247
## through the flow
step | hold WS, ns | area (µm²) | worst slack [ns] | util [%]
2_1_floorplan | 0.403 | 1690 | 0.954 | -
3_3_place_gp | 0.436 | 1930 | 0.462 | 47.8
3_5_place_dp | 0.441 | 1930 | 0.413 | 47.8
4_1_cts | 0.458 | 2030 | 0.721 | 50.3
6_report | 0.453 | 2030 | 0.715 | 50.3
5_1_grt | 0.474 | 2030 | 0.601 | 50.3
## cell usage after synthesis, drive strengths merged
| cell | count | share of area, % |
|---|---|---|
| nand2 | 48 | 11 |
| nor2b | 1 | 0.37 |
| nand4b | 2 | 1.0 |
| nand4bb | 1 | 0.67 |
| nor4bb | 1 | 0.59 |
| and4b | 2 | 1.2 |
| and4 | 1 | 0.52 |
| or4b | 1 | 0.81 |
| nand4 | 1 | 0.37 |
| nor2 | 11 | 2.4 |
| o22ai | 7 | 2.6 |
| a211o | 1 | 0.52 |
| a21o | 7 | 3.1 |
| dfxtp | 41 | 49 |
| nand2b | 1 | 0.37 |
| clkbuf | 6 | 1.3 |
| buf | 9 | 3.6 |
| mux2i | 24 | 14 |
| a21oi | 24 | 7.1 |
## kinds of logic (layout without fill, tap and decap cells)
kind of cell           count (synthesis)  count (layout)  share of synthesized area [%]
multiplexers                          24              24                           14.2
AND/OR/NAND/NOR                       70              70                           19.0
buffers and inverters                 15              34                           4.88
AND-OR/OR-AND                         39              39                           13.3
flip-flops                            41              41                           48.6
## final timing paths
| path | from | to | slack, ns | cells after the start |
|---|---|---|---|---|
| worst min-delay path | dout[3]$_SDFFE_PP0P_ | dout[3]$_SDFFE_PP0P_ | 0.45 | 1 |
| worst max register to register | ram[1][6]$_SDFFE_PP0P_ | dout[6]$_SDFFE_PP0P_ | 1.57 | 3 |
| worst min register to register | dout[3]$_SDFFE_PP0P_ | dout[3]$_SDFFE_PP0P_ | 0.45 | 1 |
| worst max-delay path | ena | dout[0]$_SDFFE_PP0P_ | 0.71 | 4 |
