==> flow/config.mk <==
export PLATFORM = sky130hd
export DESIGN_NAME = fifo
export DESIGN_NICKNAME = fifo
export VERILOG_FILES = /design/flow/design.v
export SDC_FILE = /design/flow/constraint.sdc
export NUM_CORES = 4
export LEC_CHECK = 1
export CORE_UTILIZATION = 40
==> flow/constraint.sdc <==
current_design fifo

set clk_period 2.3
set clk_io_pct 0.2

create_clock -name clk0 -period $clk_period [get_ports {clk}]

set non_clock_inputs [all_inputs -no_clocks]
set_input_delay [expr $clk_period * $clk_io_pct] -clock clk0 $non_clock_inputs
set_output_delay [expr $clk_period * $clk_io_pct] -clock clk0 [all_outputs]
==> flow/design.v <==
module dpram # (
    parameter  DATA_WIDTH = 2,
    parameter  ADDR_WIDTH = 4
) (
    input [ADDR_WIDTH-1:0] wr_addr ,
    input [DATA_WIDTH-1:0] wr_data ,
    input wr_en ,
    input [ADDR_WIDTH-1:0] rd_addr ,
    output reg [DATA_WIDTH-1:0] rd_data ,
    input rd_en ,
    input clk
);
reg [DATA_WIDTH-1:0] mem [(2**ADDR_WIDTH) -1 :0] ;
always @ ( posedge clk ) begin
    if ( wr_en ) begin
        mem [ wr_addr ] <= wr_data ;
    end
end
always @ ( posedge clk ) begin
    if ( rd_en ) begin
        rd_data <= mem [ rd_addr ] ;
    end
end
endmodule
module fifo # (
    parameter ADDR_WIDTH  = 4,
    parameter DATA_WIDTH  = 2
)
(
    input reg [DATA_WIDTH-1:0] data_in,
    input clk,
    rst,
    rd,
    wr,
    output empty,
    full,
    output reg [DATA_WIDTH-1:0] data_out
);
    reg [ADDR_WIDTH:0] rd_ptr, wr_ptr;
    assign empty = (wr_ptr == rd_ptr);
   assign full  = (wr_ptr == {~rd_ptr[ADDR_WIDTH], rd_ptr[ADDR_WIDTH-1:0]});
    always @(posedge clk or posedge rst) begin
        if (rst) begin
            wr_ptr <= 0;
            rd_ptr <= 0;
        end else begin
            wr_ptr <= ((wr && !full) || (wr && rd)) ? wr_ptr + 1 : wr_ptr;
            rd_ptr <= ((rd && !empty) || (wr && rd)) ? rd_ptr + 1 : rd_ptr;
        end
    end
 dpram dp(
    .wr_addr(wr_ptr),
    .wr_data(data_in),
    .wr_en(wr),
    .rd_addr(rd_ptr),
    .rd_data(data_out),
    .rd_en(rd),
    .clk(clk)
);
endmodule
==> flow/run.sh <==
#!/bin/bash
# OpenROAD 26Q1-2900-gdf79404cd8, Yosys 0.63+post, stock flow scripts
make -C /OpenROAD-flow-scripts/flow DESIGN_CONFIG=/design/flow/config.mk WORK_HOME=/design/flow/orfs finish
==> ds_physical_params.txt <==
Summary of implementation characteristics

Parameter                              Value

Run status
  Status    completed

STA
  Setup repair after global routing missed its margin    no
  Peak clock frequency supported by timing    ~0.52 GHz
  Normalized max-slew margin    61.6%
  Sum of negative setup slack    0 ps
  Measured slew at the worst slew-check pin    roughly 570 ps
  Final setup viols    0
  Fin. Hold Viols    0
  Final number of max-transition violations    0
  Clock skew    roughly 6.4 ps
  Final critical-path required period    1920 ps
  Portion of the clock cycle consumed by the worst path in the final layout    83.3%

Setup path
  Maximum fanout count along the critical path    3
  CP Capture Type    output port
  Nature of the critical path startpoint    register
  Worst setup path class    reg2out
  Worst path required time    around 1800 ps
  WP data arrival    roughly 1500 ps

Synthesis
  Area share of the largest cell type after synthesis    roughly half
  Library cell with the largest summed area after synthesis    sky130_fd_sc_hd__edfxtp_1
  Register bit count reported by yosys    between 40 and 50
  Area share of and/or/nand/nor cells after synthesis    roughly 8.5%
  Largest cells by area    sky130_fd_sc_hd__edfxtp_1 (51%), sky130_fd_sc_hd__dfrtp_1 (13%), sky130_fd_sc_hd__mux4_2 (9.0%), sky130_fd_sc_hd__xor2_1 (4.8%), sky130_fd_sc_hd__ha_1 (3.1%)
  Seq/Total Area, Yosys    approximately 64%
  Netlist area before placement    roughly 0.002 mm2
  Portion of netlist area occupied by mux cells    between 10 and 15%
  Synth Area in Adders    around 3.1%
  Chip Area, Yosys    0.00200 mm2
  Syn avg cell area    between 15 and 20 um2
  Dominant comb cell    multiplexers
  Cell Type Count    26
  Cell count after synthesis    131
  Compound-cell area share of the yosys netlist    4.26%
  Count of yosys warnings during synthesis    4
  Post-synthesis cell count from yosys    around 130
  Xor and xnor fraction of the mapped netlist area    a little over 6%

Global route
  Gr usage total    ~16%
  Wire length of the first global-routing pass    5800 um
  Pin count of the biggest net entering global routing    17
  Initial antenna violation count    0
  Number of global-route vias before repair    1,073
  Residual overflow from global routing    0

Clock tree
  Number of hold buffers added after CTS    0
  Clock-pin slew of the registers on the worst-case setup and hold paths    about 80 ps
  Clk sink count    between 40 and 50
  Clock Path Buffers    2
  Clock insertion delay at the later pin of the skew report    290 ps
  Number of levels in the clock H-tree    2
  Clk Tree Root Cell    sky130_fd_sc_hd__clkbuf_8
  Number of buffers created by CTS    5
  CTS tree    done

Cells and area
  Seq. cell area    about 0.0013 mm2
  Dominant logic cell types in the final layout    sky130_fd_sc_hd__edfxtp_1 (34), sky130_fd_sc_hd__nor2_1 (14), sky130_fd_sc_hd__xor2_1 (10)
  Design area    around 0.0023 mm2
  Filler cell count in the final layout    ~430
  Final Instance Count excl. Fillers    219
  Fraction of final layout cells with drive strength greater than 1    about 23%
  Leading cell type in the layout, fill and taps excluded    sky130_fd_sc_hd__edfxtp_1
  MI comb area    about 680 um2
  Area growth syn-to-layout    16.8%

Placed design
  Routability congestion estimate    around 0.81
  Number of buffer cells added on primary ports    9
  Post-Place Cell Area    roughly 0.0022 mm2
  HPWL Detailed    approximately 2500 um
  Placed Cells incl. Taps    between 200 and 250

Floorplan
  Area of the core    between 0.004 and 0.005 mm2
  Number of placement rows    25
  Starting density of the core    42.0%
  Die Footprint    approximately 0.0053 mm2
  Overall die height    72.7 um
  Horizontal die dimension    between 70 and 80 um
  Number of top-level pins    10

Detailed routing
  Remaining antenna violation count after routing    0
  First drt pass iteration count    4
  Ant diodes    0
  Number of DRC markers after the initial detailed-route iteration    38
  Number of vias after detailed routing    approximately 1,100
  DRC violation count after routing    0
  Vias/cell    5.01
  Routed Wire Length    3620 um
  Routed length per instance    around 17 um

Pwr
  Lkg Pwr    approximately 0.87 nW
  Power density over the cells    1230 mW/mm2
  NetSw    0.000949 W
  P_int    around 0.0019 W
  Net switching share of the total power    about a third
  IR Drop Worst-Case VDD    442 uV
  Power share of the sequential group    40.6%
  Relative contribution of combinational cells to total power    39.4%
  Share of total power in the clock network    20.0%
  Overall power after layout    around 0.0029 W

Worst hold path
  Type of the worst min-delay path    in2async

Run
  OpenROAD warning count    28
  Number of violations of the max-capacitance limit    0
[cells in the mapped netlist]
cell type,number
sky130_fd_sc_hd__nand2_1,6
sky130_fd_sc_hd__nor4_4,1
sky130_fd_sc_hd__a21boi_2,1
sky130_fd_sc_hd__a21boi_0,1
sky130_fd_sc_hd__and2_1,2
sky130_fd_sc_hd__edfxtp_1,34
sky130_fd_sc_hd__nand3_1,3
sky130_fd_sc_hd__or2b_1,1
sky130_fd_sc_hd__mux4_2,8
sky130_fd_sc_hd__clkbuf_1,1
sky130_fd_sc_hd__a211oi_1,5
sky130_fd_sc_hd__ha_1,5
sky130_fd_sc_hd__mux2i_1,2
sky130_fd_sc_hd__xnor2_1,3
sky130_fd_sc_hd__a21oi_2,1
sky130_fd_sc_hd__nand2b_1,1
sky130_fd_sc_hd__mux2_4,2
sky130_fd_sc_hd__nor3_1,4
sky130_fd_sc_hd__xor2_1,11
sky130_fd_sc_hd__nor2b_1,2
sky130_fd_sc_hd__inv_1,5
sky130_fd_sc_hd__a21oi_1,4
sky130_fd_sc_hd__buf_6,2
sky130_fd_sc_hd__nor2_1,14
sky130_fd_sc_hd__dfrtp_1,10
sky130_fd_sc_hd__buf_2,2
[registers in the layout (all words and copies together) (netlist names)]
register / count
rd_ptr: 5
wr_ptr: 5
dp.mem: 32
dp.rd_data: 2
[worst max-delay path, cell delays in order (launching register included)]
cell and delay (ps):
sky130_fd_sc_hd__dfrtp_2 430, sky130_fd_sc_hd__xor2_2 190, sky130_fd_sc_hd__nor4_4 310, sky130_fd_sc_hd__and2_1 160
sky130_fd_sc_hd__dlymetal6s2s_1 90
[layer usage]
metal / GRT usage [%] / vias to the layer above / part of all wire [%]
met5: 0 / - / 0
met1: 27.3 / 559 / 48
met2: 24.3 / 20 / 47
met4: 1.09 / 0 / 0.80
li1: - / 514 / -
met3: 4.06 / 4 / 3.8
[power groups by stage]
stage                 logic, W  registers (W)  clock network (W)
final                  0.00113        0.00116           0.000575
after global routing   0.00124        0.00118           0.000620
after CTS              0.00103        0.00120           0.000589
[metrics by stage]
| stage | hold slack, ps | worst slack (ps) | util [%] |
|---|---|---|---|
| global placement | 527 | 308 | 45.5 |
| global route | 463 | 308 | 49.1 |
| CTS | 453 | 0.410 | 48.1 |
| finish | 448 | 384 | 49.1 |
| detailed placement | 523 | 284 | 45.5 |
| floorplan | 300 | 517 | - |
[worst paths after layout]
path                                  startpoint                       to  slack [ps]  cells past startpoint
max reg2reg                rd_ptr[0]$_DFFE_PP0P_  dp.rd_data[0]$_DFFE_PP_         390                      5
min                                          rst    rd_ptr[1]$_DFFE_PP0P_         450                      2
min reg2reg                wr_ptr[4]$_DFFE_PP0P_    wr_ptr[4]$_DFFE_PP0P_         530                      1
min in group clk0          wr_ptr[4]$_DFFE_PP0P_    wr_ptr[4]$_DFFE_PP0P_         530                      1
max in group asynchronous                    rst    wr_ptr[2]$_DFFE_PP0P_        1550                      2
max                        wr_ptr[2]$_DFFE_PP0P_                    empty         380                      4
[layout make-up]
type,instances,share of cell area (%)
Inverter,5,0.805
Tap cell,67,3.59
Clock buffer,5,2.95
Sequential cell,44,54.8
Timing Repair Buffer,18,6.97
Clock inverter,3,1.82
Multi-Input combinational cell,77,29.1
[cells by family after synthesis]
group,count (synthesis)
DFF,44
and+or+nand+nor,34
xor gates and xnor gates,14
AOI/OAI and AO/OA,12
muxes,12
buffers and inverters,10
adders and majority gates,5
[timing repair]
item	CTS	global route
resized	2	6
buffers inserted	1	4
pin swaps	0	3
setup endpoints to repair	2	2
Power and IR drop assume default switching activity.
