### flow/design.v
module asynch_fifo # (
    parameter DSIZE = 8,
    parameter ASIZE = 4,
    localparam DW = DSIZE,
    localparam AW = ASIZE
)
(
    input i_wclk,
    input i_wrst_n,
    input i_wr,
    input [DSIZE-1:0] i_wdata,
    output reg o_wfull,
    input i_rclk,
    input i_rrst_n,
    input i_rd,
    output reg [DSIZE-1:0] o_rdata,
    output wire o_rempty
);
    wire [AW-1:0] waddr, raddr;
    wire wfull_next, rempty_next;
    reg [AW:0] wgray, wbin, wq2_rgray, wq1_rgray, rgray, rbin, rq2_wgray, rq1_wgray;
    wire [AW:0] wgraynext, wbinnext;
    wire [AW:0] rgraynext, rbinnext;
    always @(posedge i_wclk or posedge i_wrst_n)
        if (i_wrst_n) {wq2_rgray, wq1_rgray} <= 0;
        else {wq2_rgray, wq1_rgray} <= {wq1_rgray, rgray};
    assign wbinnext = wbin + {{(AW) {1'b0}}, ((i_wr) && (!o_wfull))};
    assign wgraynext = (wbinnext >> 1) ^ wbinnext;
    assign waddr = wbin[AW-1:0];
    always @(posedge i_wclk or posedge i_wrst_n)
        if (i_wrst_n) {wbin, wgray} <= 0;
        else {wbin, wgray} <= {wbinnext, wgraynext};
    assign wfull_next = (wgraynext == {~wq2_rgray[AW:AW-1], wq2_rgray[AW-2:0]});
    always @(posedge i_wclk or posedge i_wrst_n)
        if (i_wrst_n) o_wfull <= 1'b0;
        else o_wfull <= wfull_next;
    always @(posedge i_rclk or posedge i_rrst_n)
        if (i_rrst_n) {rq2_wgray, rq1_wgray} <= 0;
        else {rq2_wgray, rq1_wgray} <= {rq1_wgray, wgray};
    assign rbinnext  = rbin + {{(AW) {1'b0}}, ((i_rd) && (!o_rempty))};
    assign rgraynext = (rbinnext >> 1) ^ rbinnext;
    always @(posedge i_rclk or posedge i_rrst_n)
        if (i_rrst_n) {rbin, rgray} <= 0;
        else {rbin, rgray} <= {rbinnext, rgraynext};
    assign raddr = rbin[AW-1:0];
    assign rempty_next = (rgraynext == rq2_wgray);
    always @(posedge i_rclk or posedge i_rrst_n)
        if (i_rrst_n) o_rempty <= 1'b1;
        else o_rempty <= rempty_next;
    fifomem mem(
    .wr_addr(waddr),
    .wr_data(i_wdata),
    .wr_en(i_wr),
    .rd_addr(raddr),
    .rd_data(o_rdata),
    .rd_en(i_rd),
    .wclk(i_wclk),
    .rclk(i_rclk),
    .o_wfull(o_wfull),
    .o_rempty(o_rempty)
);
endmodule
module fifomem # (
    parameter DSIZE = 8,
    parameter ASIZE = 4,
    localparam DW = DSIZE,
    localparam AW = ASIZE
) (
    input [AW-1:0] wr_addr ,
    input [DW-1:0] wr_data ,
    input wr_en ,
    input [AW-1:0] rd_addr ,
    output reg [DW-1:0] rd_data ,
    input rd_en ,
    input wclk,
    input rclk,
    input o_wfull,
    input o_rempty
);
reg [DW-1:0] mem [(2**AW) -1 :0] ;
always @ ( posedge wclk ) begin
    if ( wr_en && !o_wfull) begin
        mem [ wr_addr ] <= wr_data ;
    end
end
always @ ( posedge rclk ) begin
    if ( rd_en && !o_rempty) begin
        rd_data <= mem [ rd_addr ] ;
    end
end
endmodule
### flow/run.sh
#!/bin/bash
# OpenROAD 26Q1-2900-gdf79404cd8, Yosys 0.63+post, stock flow scripts
make -C /OpenROAD-flow-scripts/flow DESIGN_CONFIG=/design/flow/config.mk WORK_HOME=/design/flow/orfs finish
### flow/config.mk
export PLATFORM = sky130hd
export DESIGN_NAME = asynch_fifo
export DESIGN_NICKNAME = asynch_fifo
export VERILOG_FILES = /design/flow/design.v
export SDC_FILE = /design/flow/constraint.sdc
export NUM_CORES = 4
export LEC_CHECK = 1
export CORE_UTILIZATION = 50
### flow/constraint.sdc
current_design asynch_fifo

set clk_period 3.3
set clk_io_pct 0.2

create_clock -name clk0 -period $clk_period [get_ports {i_rclk}]
create_clock -name clk1 -period $clk_period [get_ports {i_wclk}]

set non_clock_inputs [all_inputs -no_clocks]
set_input_delay [expr $clk_period * $clk_io_pct] -clock clk0 $non_clock_inputs
set_output_delay [expr $clk_period * $clk_io_pct] -clock clk0 [all_outputs]
==> flow_summary.yaml <==
# implementation run metrics
detailed_routing:
  drc: 0
  ant_nets: 0
  vias: 3061
  wl_per_cell_um: 20.8
  diodes: 0
  drt_iter0_drc: 271
  routed_wl_um: 11800
  firstDrtPassIters: 4
  avgViaCountPerCell: 5.42
grt:
  grt_pass1_wl_um: 18600
  grt_pass1_vias: 3381
  grt_max_degree: 34
  antenna_found_initial: 1
  overflow: 0
  grt_util_all_layers_pct: 21.5
final_timing:
  setup-tns-final_ns: 0
  hold_ws_ns: 0.227
  fin_ws_ns: 0.668
  rsz0062_at_grt: "false"
  slew_headroom_pct: 49.5
  hold_viol_final: 0
  finalSetupViolations: 0
  worst_slew_pin_slew_ns: 0.756
  slew_violations: 0
  finalClockSkew_ns: 0.00975
logic_synthesis:
  ys_warn_count: 4
  ys_area_mm2: 0.00660
  syn_area_mm2: 0.00660
  postSynthSeqShare_pct: 77.0
  synth_cells: 329
  synth_area_per_cell_um2: 20.1
  ys_types: 26
  ys_cells: 329
  synth_flops: 176
finish:
  comb_area_mm2: 0.00143
  drive_gt1_share_pct: 23.4
  seqCellArea_mm2: 0.00509
  syn_to_final_growth_pct: 17.9
  fill_cells: 885
worst_setup_path:
  critPathTopFamily: "simple AND/OR/NAND/NOR gates"
  r2r_cells: 5
  crit_fanout: 3
  r2r_slack_ns: 1.09
  worstSetupPathType: "input port to flop"
  critPathLaunchType: "input port"
  end_kind: "flop"
  crit_slowest_cell: "clkdlybuf4s50_1"
  critPathMaxStageDelay_ns: 0.45
  crit_required_ns: 3.48
  critPathArrivalTime_ns: 2.81
  path_cells: "clkdlybuf4s50_1, nor2b_1, ha_1, ha_1, xor2_1, xor2_1, or3_1, a221oi_2"
  cp.depth: 8
  cp.buffers_inverters: 1
clock_network:
  cts_sinks: 176
  cts.hold.buffers_added: 0
  post-cts-setup-buffers: 0
  clk_pin_slew_ns: 0.07
  cts_tree: "done"
  cts-resized-gates: 0
floorplanning:
  row_count: 41
  num_io_pins: 24
  core_area_mm2: 0.0128
  die-area_mm2: 0.0137
  die_y_um: 117
  fp.dieW_um: 117
  floorplan.core_util_pct: 51.7
placed_design:
  gp_congestion: 0.828
  portBuffers: 22
  dp_hpwl_um: 7130
  dp_slack_ns: 0.417
job:
  max-cap-violations: 0
  openroad.warnings: 27
outcome:
  outcome: "finished, final reports clean"
min_path:
  hold_path_class: "flop to flop"
  whs_path_depth: 0
power:
  ir_drop_mv: 0.417
  total_leakage_power_nw: 2.74
  power_mw: 7.22
  powerDensity_mw_per_mm2: 927
[worst register-to-register path: cells and delay by family (launching register included)]
kind                   cells  cell delay [ns]
AOI/OAI and AO/OA          1             0.17
buffers and inverters      2             0.76
DFF                        1             0.37
muxes                      1             0.55
and+or+nand+nor            1             0.11
[per-layer routing]
layer / GRT usage [%] / up-vias / routed length [µm]
li1: - / 1387 / -
met1: 34.4 / 1522 / 4960
met2: 30.2 / 140 / 5330
met3: 11.5 / 12 / 1310
met4: 3.21 / 0 / 165
met5: 2.96 / - / 0
[through the flow]
| stage | instances | cell area [µm²] | util, % |
|---|---|---|---|
| final | 565 | 7790 | 61.0 |
| after detailed placement | 529 | 7130 | 55.8 |
| after CTS | 565 | 7790 | 61.0 |
| after floorplan | 329 | 6600 | - |
| after global placement | 529 | 7130 | 55.8 |
| after global routing | 565 | 7790 | 61.0 |
[synthesized netlist by cell type (all sizes together)]
cell	number	area, µm²
clkbuf	5	18.8
nor2	15	56.3
inv	6	22.5
xor2	15	131
nor2b	2	12.5
or3	5	31.3
xnor3	1	22.5
xnor2	7	61.3
a221oi	2	30.0
buf	10	48.8
nand3	8	40.0
and3	1	6.26
a21boi	2	15.0
edfxtp	136	4080
mux4	32	721
dfrtp	39	976
dfstp	1	26.3
ha	5	62.6
xor3	1	23.8
nand2	11	41.3
and2	1	6.26
and2b	1	7.51
a22oi	16	120
nor3	4	20.0
nand2b	3	18.8
[cell families after synthesis]
group           after synthesis  share of synthesized area (%)
buf+inv                      21                           1.36
compound gates               20                           2.50
mux                          32                           10.9
simple gates                 51                           3.64
xor+xnor                     24                           3.62
fa+ha+maj                     5                          0.947
flops                       176                           77.0
[where the power goes]
part	internal (mW)	total [mW]	switching, mW	leakage [nW]
clock	1.25	2.12	0.861	0.310
combinational	0.938	1.96	1.02	0.723
sequential	2.92	3.14	0.227	1.71
total	5.11	7.22	2.11	2.74
[registers in the layout, indices dropped and copies added, names as in the netlist]
signal and cells:
o_rempty 1, wgray 5, rq2_wgray 5, wq2_rgray 5, o_wfull 1, rgray 5, mem.rd_data 8, mem.mem 128
wbin 4, rbin 4, rq1_wgray 5, wq1_rgray 5
[final cells by class]
class | instances | area share (%)
Clock buffer | 22 | 6.80
Clock inverter | 14 | 1.65
Inverter | 6 | 0.289
Multi-Input combinational cell | 132 | 18.3
Sequential cell | 176 | 65.3
Tap cell | 172 | 2.76
Timing Repair Buffer | 43 | 4.85
[layout by cell type (no fill, tap or decap)]
| master | netlist | layout |
|---|---|---|
| nand2b_1 | 3 | 3 |
| bufinv_16 | 0 | 1 |
| or3_1 | 5 | 5 |
| xnor3_1 | 1 | 1 |
| clkdlybuf4s50_1 | 0 | 22 |
| inv_8 | 0 | 1 |
| clkbuf_16 | 0 | 21 |
| edfxtp_1 | 136 | 136 |
| inv_6 | 0 | 3 |
| nand3_1 | 8 | 8 |
| a21boi_0 | 2 | 2 |
| nor2_1 | 15 | 15 |
| dfrtp_1 | 39 | 38 |
| xor2_1 | 15 | 15 |
| dfstp_2 | 1 | 1 |
| a22oi_1 | 16 | 16 |
| clkinv_4 | 0 | 1 |
| ha_1 | 5 | 5 |
| xor3_1 | 1 | 1 |
| a221oi_2 | 2 | 2 |
| xnor2_1 | 7 | 7 |
| dfrtp_2 | 0 | 1 |
| inv_1 | 6 | 6 |
| nor3_1 | 4 | 4 |
| clkinv_2 | 0 | 3 |
| and2b_1 | 1 | 1 |
| nor2b_1 | 2 | 2 |
| clkbuf_1 | 5 | 1 |
| and2_1 | 1 | 1 |
| buf_4 | 0 | 21 |
| and3_1 | 1 | 1 |
| mux4_2 | 32 | 32 |
| nand2_1 | 11 | 11 |
| clkinvlp_4 | 0 | 5 |
[worst paths after layout]
kind,endpoint,start
min in group asynchronous,wbin[3]$_DFF_PP0_,i_wrst_n
worst min register to register,wq1_rgray[1]$_DFF_PP0_,rgray[1]$_DFF_PP0_
worst max register to register,mem.rd_data[6]$_DFFE_PN_,rbin[0]$_DFF_PP0_
max in group clk1,o_wfull$_DFF_PP0_,i_wr
worst max-delay path,o_rempty$_DFF_PP1_,i_rd
max in group asynchronous,rbin[0]$_DFF_PP0_,i_rrst_n
worst min-delay path,wq1_rgray[1]$_DFF_PP0_,rgray[1]$_DFF_PP0_
min in group clk0,rq2_wgray[1]$_DFF_PP0_,rq1_wgray[1]$_DFF_PP0_
Power figures rest on the tool's default switching activity, not on a simulated workload.
